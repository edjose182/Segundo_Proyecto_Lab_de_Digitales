==> flow/design.v <==
`timescale 1ns / 1ps
module FF_D_Sincrono(
input wire clk,reset,
input wire [7:0] datos,
output reg [7:0] Q
 );
always@(posedge clk)
if(reset)
	begin
	Q <=8'b0;
	end
else
	begin
	Q<=datos;
	end
endmodule
==> flow/run.sh <==
#!/bin/bash
# OpenROAD 26Q1-2900-gdf79404cd8, Yosys 0.63+post, stock flow scripts
make -C /OpenROAD-flow-scripts/flow DESIGN_CONFIG=/design/flow/config.mk WORK_HOME=/design/flow/orfs finish
==> flow/config.mk <==
export PLATFORM = sky130hd
export DESIGN_NAME = FF_D_Sincrono
export DESIGN_NICKNAME = FF_D_Sincrono
export VERILOG_FILES = /design/flow/design.v
export SDC_FILE = /design/flow/constraint.sdc
export NUM_CORES = 4
export LEC_CHECK = 1
export CORE_AREA = 10 10 70 70
export DIE_AREA = 0 0 80 80
==> flow/constraint.sdc <==
current_design FF_D_Sincrono

set clk_period 1.0
set clk_io_pct 0.2

create_clock -name clk0 -period $clk_period [get_ports {clk}]

set non_clock_inputs [all_inputs -no_clocks]
set_input_delay [expr $clk_period * $clk_io_pct] -clock clk0 $non_clock_inputs
set_output_delay [expr $clk_period * $clk_io_pct] -clock clk0 [all_outputs]
==> run summary <==
Slew @ Worst Pin: 0.08518 ns
Routed len/inst: 7.434 microns
Reg clk slew, reported paths: 0.05 ns
# port buffers: 17
Max Used Layer: met4
Final setup fails: 0
Inserted Diodes: 0
Slowest Stage Delay on Critical Path: 0.29 ns
First-pass GRT wire length: 917 microns
Setup TNS: 0 ns
Critical path's top delay family: flip-flops
Drt first pass iters: 1
Chip Height: 80 microns
Vias in the first global route: 203
Placed cells: 80
Layout area overhead: 120.8%
Max reg flops: 8
Remaining antenna violation count: 0
Most flops, register: Q
# H-tree levels: 1
Seq share, synth: 76.19%
Count of tool warnings: 25
IO Pins: 18
Worst Path Buf+Inv: 1
Layout cell share with drive strength beyond 1: 16.22%
Vias/cell: 2.265
Num rows: 21
Slowest CP cell: dfxtp_1
Yosys cell count: 16
Root buf cell: clkbuf_4
Final core utilization: 13.59%
CP required: 0.80 ns
GR Overflow Total: 0
CTS tree: done
LEAKAGE: 0.0001860 uW
Synth unique cells: 2
CTS sink cnt: 8
Initial antenna violation count: 0
Most instantiated logic cell after routing: clkdlybuf4s50_1
# fillers: 391
Hold depth: 2
Wl on met1: 167 microns
Status: finished clean
Finished Layout Cells: 83
Most instantiated logic cells after routing: clkdlybuf4s50_1 (9), nor2b_1 (8), dfxtp_1 (6)
Worst min-delay path endpoint: Q[3]$_SDFF_PP0_
Flops after synth: 8
CTS max path bufs: 2
Cell Chain, Critical Path: dlygate4sd2_1
Number of synthesis warnings: 1
Final worst-path cycle share: 97.16%
VDD IR max: 0.0001697 V
Mapped Area: 210.2 sq um
Num CTS Buffers: 3
Met2 WL: 377 microns
Routed met3 length: 16 microns
Tot Pwr: 644.6 uW
Min cycle time layout: 0.9716 ns
Regs by FF count: Q x8
Avg Cell Area, Syn: 13.14 sq um
Max-slew headroom: 94.32%
Data arrival time of the worst path: 0.77 ns
Max frequency: 1.029 GHz
FP Util: 6.154%
Die Size: 6400 sq um
Final wirelength: 617 microns
Yosys chip area: 210.2 sq um
Detailed Route Iter0 Violations: 0
Max-cap viol count: 0
Cells after Synth: 16
DIE WIDTH: 80 microns
Final hold vios: 0
Hold WC Path Type: in -> reg
Drt drc: 0
RSZ-0062 raised after global routing: false
CP endpoint kind: primary output
Power Dens Cells: 1389 nW/um^2
Worst-path fanout max: 1
Crit path kind: reg -> out
Placer Congestion: 0.6378
Largest net degree at the start of global routing: 9
GR Util All Layers: 1.817%
Startpoint Class: flop
Setup Buffers After CTS: 0
CORE AREA: 3416 sq um
Final max-slew violation count: 0
Min-delay src: datos[3]
Via Count: 188
## repair_timing
item | CTS | global route
setup endpoints to repair | 8 | 2
pin swaps | 0 | 0
resized | 10 | 3
hold buffers | 0 | 0
## cell type report
type	count	area (sq um)	share of cell area, %
repair buffers	18	171.4	36.93
flip-flops and latches	8	162.7	35.04
well taps	46	57.56	12.40
clock buffers	3	22.52	4.852
multi-input cells	8	50.05	10.78
## worst max path at each step
stage,startpoint,endpoint,depth (start not counted)
4_1_cts,Q[7]$_SDFF_PP0_,Q[7],1
5_1_grt,Q[5]$_SDFF_PP0_,Q[5],1
6_report,Q[5]$_SDFF_PP0_,Q[5],1
## cells by family after synthesis
family,after synthesis,synth area share (%)
flops,8,76.19
simple gates,8,23.81
## stage by stage
stage               area (sq um)  hold WS [ns]  setup slack (ns)
finish                     464.2        0.4957           0.02836
global route               464.2        0.5097         0.0007840
CTS                        460.4        0.4910           0.01290
detailed placement         445.4        0.7644           0.02065
global placement           445.4        0.7575           0.03553
floorplan                  210.2        0.2716            0.5385
## synthesized netlist by cell type
cell type	count	area, sq um
nor2b_1	8	50.05
dfxtp_1	8	160.2
## power by group
part	switching [uW]	internal [uW]	leakage, uW
Combinational	13.6	57.2	0.000105
Clock	96.2	136	0.0000138
Sequential	3.72	337	0.0000672
## metal layers
metal  track usage, %  vias to the layer above
met5                0                        -
met4            1.585                        0
met3           0.3409                        5
met2            3.772                        9
met1            1.285                       83
li1                 -                       91
Power and IR drop assume default switching activity.
