==> flow/design.v <==
`timescale 1ns / 1ps
module FSM_Detector_de_F0(
input clk,reset,
input [7:0] datos,
output reg reset_FF
    );
localparam[1:0]
	Espera=2'b00,   
	Activa=2'b01,
	Final= 2'b10;    
reg [1:0] estado_presente,estado_proximo;
always@(posedge clk, posedge reset)
begin
	if(reset)
		estado_presente<=Espera;
	else
		estado_presente<=estado_proximo;
end
always@*
	case(estado_presente)
		Espera:
			if(datos==8'hF0)
				estado_proximo<=Activa;     
			else
				estado_proximo<=Espera;
		Activa:
			if(datos!=8'hF0)
			estado_proximo<=Final;      
			else
			estado_proximo<=Activa;
		Final:
			estado_proximo<=Espera;    
		default:
			estado_proximo<=Espera;
	endcase
always@*
	case(estado_presente)
		Espera:
			reset_FF=1'b0;
		Activa:
			reset_FF=1'b0;
		Final:
			reset_FF=1'b1;
		default:
			reset_FF=1'b0;
	endcase
endmodule
==> flow/run.sh <==
#!/bin/bash
# OpenROAD 26Q1-2900-gdf79404cd8, Yosys 0.63+post, stock flow scripts
make -C /OpenROAD-flow-scripts/flow DESIGN_CONFIG=/design/flow/config.mk WORK_HOME=/design/flow/orfs finish
==> flow/config.mk <==
export PLATFORM = sky130hd
export DESIGN_NAME = FSM_Detector_de_F0
export DESIGN_NICKNAME = FSM_Detector_de_F0
export VERILOG_FILES = /design/flow/design.v
export SDC_FILE = /design/flow/constraint.sdc
export NUM_CORES = 4
export LEC_CHECK = 1
export CORE_AREA = 10 10 70 70
export DIE_AREA = 0 0 80 80
==> flow/constraint.sdc <==
current_design FSM_Detector_de_F0

set clk_period 1.4
set clk_io_pct 0.2

create_clock -name clk0 -period $clk_period [get_ports {clk}]

set non_clock_inputs [all_inputs -no_clocks]
set_input_delay [expr $clk_period * $clk_io_pct] -clock clk0 $non_clock_inputs
set_output_delay [expr $clk_period * $clk_io_pct] -clock clk0 [all_outputs]
==> flow_results.xml <==
<?xml version="1.0" encoding="UTF-8"?>
<metrics>
  <group name="clock_tree">
    <metric name="clk_latency" unit="ps">230</metric>
    <metric name="cts_root_buffer" unit="">sky130_fd_sc_hd__clkbuf_4</metric>
    <metric name="cts_sinks" unit="">3</metric>
    <metric name="max-clock-path-buffers" unit="">2</metric>
    <metric name="cts_buffer_count" unit="">3</metric>
    <metric name="path_clk_slew" unit="ps">40</metric>
    <metric name="tritoncts" unit="">yes</metric>
    <metric name="cts_hold_repair.buffers" unit="">0</metric>
    <metric name="cts_resized" unit="">0</metric>
    <metric name="cts.repair_timing.setup_buffer_count" unit="">0</metric>
    <metric name="cts_max_level" unit="">1</metric>
  </group>
  <group name="sta">
    <metric name="fin_crit" unit="ps">1345</metric>
    <metric name="final_setup_margin" unit="ps">55.39</metric>
    <metric name="setup_violations" unit="">0</metric>
    <metric name="finalCritPeriodShare" unit="%">96.04</metric>
    <metric name="drv_slew" unit="">0</metric>
    <metric name="max-slew-margin-rel" unit="%">91.00</metric>
    <metric name="worst-slew-pin-transition" unit="ps">134.5</metric>
    <metric name="setup-tns-final" unit="ps">0</metric>
    <metric name="worst_clock_skew" unit="ps">1.156</metric>
    <metric name="rsz0062_at_grt" unit="">no</metric>
    <metric name="report.final.hold_viol_count" unit="">0</metric>
    <metric name="achievable-frequency" unit="MHz">743.7</metric>
  </group>
  <group name="place">
    <metric name="io_buffers" unit="">10</metric>
    <metric name="place.detailed.instances" unit="">67</metric>
    <metric name="post-dp-hpwl" unit="µm">411.7</metric>
    <metric name="gp_congestion" unit="">0.6297</metric>
    <metric name="placed_area" unit="µm²">284.0</metric>
    <metric name="placement.setup.worst_slack" unit="ps">-68.54</metric>
  </group>
  <group name="floorplan">
    <metric name="dieArea" unit="µm²">6400</metric>
    <metric name="die-height" unit="µm">80</metric>
    <metric name="core-area" unit="µm²">3416</metric>
    <metric name="fp.dieW" unit="µm">80</metric>
    <metric name="rows" unit="">21</metric>
    <metric name="ios" unit="">11</metric>
    <metric name="fp_util" unit="%">3.700</metric>
  </group>
  <group name="synth">
    <metric name="postSynthRegisterBits" unit="">3</metric>
    <metric name="synth.cell_area" unit="µm²">126.4</metric>
    <metric name="post_synthesis_async_set_or_reset_flop_share" unit="%">100.0</metric>
    <metric name="yosysUniqueCellTypes" unit="">8</metric>
    <metric name="netlist.area_leader.share" unit="%">39.60</metric>
    <metric name="synth_seq_share" unit="%">60.40</metric>
    <metric name="yosys-stat-area" unit="µm²">126.4</metric>
    <metric name="syn_inst" unit="">11</metric>
    <metric name="synthesis.yosys.warnings" unit="">1</metric>
    <metric name="area_leaders" unit="">sky130_fd_sc_hd__dfrtp_1 40%, sky130_fd_sc_hd__dfstp_2 21%, sky130_fd_sc_hd__and4bb_2 9.9%</metric>
    <metric name="synth_top_cell_by_area" unit="">sky130_fd_sc_hd__dfrtp_1</metric>
    <metric name="enable_flop_cells" unit="">0</metric>
    <metric name="synth.cells.most_frequent" unit="">3 x sky130_fd_sc_hd__nor2_1, 2 x sky130_fd_sc_hd__dfrtp_1</metric>
    <metric name="synth.yosys.num_cells" unit="">11</metric>
    <metric name="ys.flop_type" unit="">sky130_fd_sc_hd__dfrtp_1</metric>
    <metric name="most_instantiated_library_cell_after_synthesis" unit="">sky130_fd_sc_hd__nor2_1</metric>
    <metric name="synthesized_area_per_cell" unit="µm²">11.49</metric>
  </group>
  <group name="grt">
    <metric name="grt.total_usage" unit="%">1.666</metric>
    <metric name="global_route_wire_length_before_repair" unit="µm">765</metric>
    <metric name="gr-total-overflow" unit="">0</metric>
    <metric name="number_of_global_route_vias_before_repair" unit="">154</metric>
    <metric name="antenna_found_initial" unit="">0</metric>
    <metric name="largest_net_degree_at_the_start_of_global_routing" unit="">4</metric>
  </group>
  <group name="cells_and_area">
    <metric name="area_delta_synth_final" unit="%">145.5</metric>
    <metric name="multi_input_comb_area" unit="µm²">46.29</metric>
    <metric name="largest_register_ff_count" unit="">3</metric>
    <metric name="seq_cell_area" unit="µm²">76.32</metric>
    <metric name="finalNonFillerCells" unit="">71</metric>
    <metric name="fillers" unit="">404</metric>
    <metric name="top_register" unit="">estado_presente</metric>
    <metric name="final_design_area_no_fill" unit="µm²">310.3</metric>
    <metric name="finish.utilization" unit="%">9.084</metric>
    <metric name="layout_top_registers" unit="">estado_presente (3)</metric>
    <metric name="layout-drive-gt1-share" unit="%">28.00</metric>
  </group>
  <group name="setup_path">
    <metric name="worst_path_largest_cell_delay" unit="ps">480</metric>
    <metric name="path_delay_family" unit="">buffers and inverters</metric>
    <metric name="timing.critical_path.to_type" unit="">output pin</metric>
    <metric name="critical-path-slowest-cell" unit="">sky130_fd_sc_hd__clkdlybuf4s50_1</metric>
    <metric name="worst_r2r_path_depth" unit="">2</metric>
    <metric name="path_buffers" unit="">1</metric>
    <metric name="worstPathMaxFanout" unit="">2</metric>
    <metric name="type_of_the_setup_path_with_the_least_slack" unit="">reg2out</metric>
    <metric name="critical_path.cell_chain" unit="">clkdlybuf4s50_1</metric>
    <metric name="cp_data_arrival_time" unit="ps">1060</metric>
    <metric name="cp_startpoint_kind" unit="">flop</metric>
    <metric name="worst-path-stages" unit="">1</metric>
    <metric name="cp_data_required_time" unit="ps">1120</metric>
    <metric name="rrSetupSlack" unit="ps">680</metric>
    <metric name="r2r_end" unit="">estado_presente[2]</metric>
    <metric name="worst_r2r_startpoint" unit="">estado_presente[0]</metric>
  </group>
  <group name="run">
    <metric name="max_capacitance_violation_count" unit="">0</metric>
    <metric name="stage_log_warnings" unit="">25</metric>
  </group>
  <group name="drt">
    <metric name="ant_nets" unit="">0</metric>
    <metric name="firstDrtPassIters" unit="">1</metric>
    <metric name="post_drt_wl_per_cell" unit="µm">6.648</metric>
    <metric name="route.detailed.drc" unit="">0</metric>
    <metric name="detailroute.via_count" unit="">121</metric>
    <metric name="drtIter0Drc" unit="">0</metric>
    <metric name="detail_route.wirelength" unit="µm">472</metric>
    <metric name="num_antenna_cells" unit="">0</metric>
    <metric name="via_per_inst" unit="">1.704</metric>
  </group>
  <group name="run_status">
    <metric name="result_of_the_run" unit="">finished clean</metric>
  </group>
  <group name="power_and_ir_drop">
    <metric name="p_leak" unit="µW">0.0001166</metric>
    <metric name="power_density" unit="nW/µm²">859.2</metric>
    <metric name="ir_drop" unit="V">0.00009081</metric>
  </group>
  <group name="worst_hold_path">
    <metric name="hold_path.class" unit="">in2async</metric>
  </group>
</metrics>
==> through the flow <==
step | total power, µW | hold slack, ps
floorplan | 92.27 | 32.92
global placement | 116.5 | 444.1
detailed placement | 117.1 | 457.9
CTS | 276.2 | 214.4
global route | 286.5 | 221.4
finish | 266.6 | 222.7
==> cell usage in the layout (no fill, tap or decap), drive strengths merged <==
cell and n:
clkdlybuf4s50 10, clkbuf 4, nor2 3, dfrtp 2, and4bb 1, nand4 1
and2 1, a21o 1, inv 1, dfstp 1
==> how the worst max path moves through the flow <==
stage / startpoint / end / slack, ps
finish: estado_presente[1] / reset_FF / 60
global route: estado_presente[1] / reset_FF / 20
CTS: estado_presente[1] / reset_FF / 50
==> power breakdown <==
part / leakage, µW / internal, µW / total (µW) / switching, µW
clock: 0.0000150 / 107 / 150 / 43.7
combinational: 0.0000633 / 23.5 / 28.6 / 5.13
sequential: 0.0000383 / 87.5 / 87.5 / 0.0439
total: 0.000117 / 218 / 267 / 48.9
==> kinds of logic after synthesis <==
logic type      after synthesis  share of synthesized area, %
simple gates                  6                         29.71
flops                         3                         60.40
compound gates                1                         6.932
buf+inv                       1                         2.967
==> cell type report <==
cell class / count / share of cell area (%)
Clock buffer: 4 / 8.468
Inverter: 1 / 1.210
Multi-Input combinational cell: 7 / 14.92
Sequential cell: 3 / 24.60
Tap cell: 46 / 18.55
Timing Repair Buffer: 10 / 32.26
==> layer usage <==
metal  up-vias  GRT usage, %  routed length, µm
met2         6         2.247                232
li1         64             -                  -
met3         2         2.045                 83
met4         0        0.7042                  4
met1        49         1.460                150
met5         -             0                  0
Power is estimated from default activity; no workload was simulated.
